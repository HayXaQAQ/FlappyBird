[/design/flow/run.sh]
#!/bin/bash
# OpenROAD 26Q1-2900-gdf79404cd8, Yosys 0.63+post, stock flow scripts
make -C /OpenROAD-flow-scripts/flow DESIGN_CONFIG=/design/flow/config.mk WORK_HOME=/design/flow/orfs finish
[/design/flow/config.mk]
export PLATFORM = sky130hd
export DESIGN_NAME = rgb2ycbcr
export DESIGN_NICKNAME = rgb2ycbcr
export VERILOG_FILES = /design/flow/design.v
export SDC_FILE = /design/flow/constraint.sdc
export NUM_CORES = 4
export LEC_CHECK = 1
export CORE_UTILIZATION = 40
[/design/flow/constraint.sdc]
current_design rgb2ycbcr

set clk_period 4.8
set clk_io_pct 0.2

create_clock -name clk0 -period $clk_period [get_ports {clk}]

set non_clock_inputs [all_inputs -no_clocks]
set_input_delay [expr $clk_period * $clk_io_pct] -clock clk0 $non_clock_inputs
set_output_delay [expr $clk_period * $clk_io_pct] -clock clk0 [all_outputs]
[/design/flow/design.v]
module rgb2ycbcr( 
    input clk,
    input rst_n,
    input [15:0] data_rgb,
    output [23:0] data_ycbcr
);
wire [7:0] data_r;
wire [7:0] data_g;
wire [7:0] data_b;
reg [15:0] data_y_t1 , data_y_t2 , data_y_t3 ;
reg [14:0] data_cb_t1, data_cb_t2, data_cb_t3;
reg [14:0] data_cr_t1, data_cr_t2, data_cr_t3;
reg [15:0] data_y ;
reg [15:0] data_cb;
reg [15:0] data_cr;
assign data_r = {data_rgb[15:11], data_rgb[15:13]};
assign data_g = {data_rgb[10:5], data_rgb[10:9]};
assign data_b = {data_rgb[4:0], data_rgb[4:2]};
always@(posedge clk or negedge rst_n) begin
    if(!rst_n) begin
        data_y_t1  <= 0;
        data_y_t2  <= 0;
        data_y_t3  <= 0;
        data_cb_t1 <= 0;
        data_cb_t2 <= 0;
        data_cb_t3 <= 0;
        data_cr_t1 <= 0;
        data_cr_t2 <= 0;
        data_cr_t3 <= 0;
    end
    else begin
        data_y_t1  <= 77  * data_r;
        data_y_t2  <= 150 * data_g;
        data_y_t3  <= 29  * data_b;
        data_cb_t1 <= 43  * data_r;
        data_cb_t2 <= 85  * data_g;
        data_cb_t3 <= 128 * data_b;
        data_cr_t1 <= 128 * data_r;
        data_cr_t2 <= 107 * data_g;
        data_cr_t3 <= 21  * data_b;
    end
end
always@(posedge clk or negedge rst_n) begin
    if(!rst_n) begin
        data_y  <= 0;
        data_cb <= 0;
        data_cr <= 0;
    end
    else begin
        data_y  <= data_y_t1 + data_y_t2 + data_y_t3;
        data_cb <= 16'd32768 - data_cb_t1 - data_cb_t2 + data_cb_t3;
        data_cr <= 16'd32768 + data_cr_t1 - data_cr_t2 - data_cr_t3;
    end
end
assign data_ycbcr = {data_y[15:8], data_cb[15:8], data_cr[15:8]};
endmodule
==> results.toml <==
# yosys + openroad results
[synthesis]
synth_warnings = 1
netlist_area_sq_um = 10900
largest_area_cell = "ha_1"
flop_cell = "dfrtp_1"
syn_avg_cell_area_sq_um = 10.8
synth_top_cell_by_count = "ha_1"
post_synth_num_cell_types = 51
ys_area_sq_um = 10900
yosys_cells = 1015
postSynthSeqShare = 0.275
numSynthFlops = 120
area_leaders = "ha_1, dfrtp_1, fa_1"
async_reset_ff_frac = 1.00
top_area_frac = 0.294
edf_count = 0
synth_cells = 1015
top_cells_by_count = "ha_1, inv_1, dfrtp_1, fa_1, xnor2_1"

[timing]
timing.fmax_mhz = 223
hold_viol_final = 0
rsz0062_at_grt = "false"
post-route-min-period_ps = 4480
setup_viol = 0
period_used_share = 0.934
maxSlewHeadroom = 0.436
fin_hold_ws_ps = 548
clock_skew_ps = 10.6
finalMaxSlewViolations = 0
tightest_slew_ps = 835

[cts]
cts_setup_buffers = 0
cts-resized-gates = 0
clkLatencyLatePin_ps = 420
clk_pin_slew_ps = 60
numCtsBuffers = 17
cts_sinks = 120
cts_tree = "done"
cts_root_buffer = "clkbuf_16"
htreeDepth = 4
cts_hold_buf = 0
cts_buffer_depth = 2

[routing]
via_per_inst = 4.81
wl_per_cell_microns = 13.9
drtPass1Iterations = 4
diodes = 0
drc = 0
final_antenna_net_count = 0
drt_wl_total_mm = 20.6
num_vias = 7108
first_iter_violations = 267

[floorplan]
fp-utilization = 0.407
io_pins = 42
coreArea_sq_um = 26900
die_height_microns = 167
rows = 60
die_area_sq_um = 28000
die_w_microns = 167

[power]
clockPowerShare = 0.163
combPwrFrac = 0.616
leakagePower_nw = 6.63
p_sw_frac = 0.409
internal-power_mw = 4.41
pwr-share-seq = 0.221
ir_drop_mv = 0.539
power_per_cell_area_nw_per_um2 = 586
p_switching_mw = 3.05

[finish]
area_growth_pct = 16.3
drive_gt1_frac = 0.0826
fillerInstances = 2442
final_core_util = 0.474

[setup_path]
ff2ff_setup_slack_ps = 1720
ff2ff_path_depth = 9
start_kind = "input port"
rr_startpoint = "data_cr_t3[0]"
setup.worst_path.start = "data_rgb[10]"
rr_endpoint = "data_cb[15]"
cp.arrival_ps = 4810
cp_max_fo = 3
required_ps = 5130
worstSetupPathType = "input port to flop"
end_kind = "flop"

[global_routing]
grt_pass1_vias = 7069
track_usage = 0.165
overflow = 0
grt_max_degree = 49
antenna_found_initial = 1
grt_pass1_wl_mm = 35.3

[placement]
io_buffers = 41
place_hpwl_mm = 17.7
gp_congestion = 0.914

[run_status]
status = "finished, final reports clean"

[worst_hold_path]
hold_path.class = "input port to async pin"

[flow_run]
cap_violations = 0
log.warning_count = 33
[worst max path at each step]
stage	endpoint	cells after the start
finish	data_cr_t2[14]	15
global route	data_cr_t2[14]	15
CTS	data_cr_t2[14]	15
[through the flow]
step	area [sq um]	worst slack [ps]	total power, mW	TNS (ps)	instances
2_1_floorplan	10900	505	5.02	0	1015
3_3_place_gp	12100	-27.3	6.28	-27.3	1447
3_5_place_dp	12100	-103	6.28	-111	1447
4_1_cts	12700	325	7.58	0	1479
5_1_grt	12700	62.1	8.29	0	1479
6_report	12700	315	7.46	0	1479
[cell type report]
cell class              instances  area (sq um)  share of cell area
multi-input cells             712          7250               0.570
flip-flops and latches        120          3000               0.236
repair buffers                 91           783              0.0615
inverters                     183           687              0.0540
well taps                     341           427              0.0335
clock buffers                  17           425              0.0334
clock inverters                15           151              0.0119
[state kept, by name (all words and copies together) (netlist names)]
register and cells:
data_cr_t2 15, data_cb_t1 14, data_cb_t2 14, data_y_t1 14
data_cr_t3 13, data_y_t2 10, data_y_t3 10, data_cb 8
data_cr 8, data_y 8, data_cb_t3 3, data_cr_t1 3
[worst max-delay path, stage by stage]
cell and delay, ps:
clkdlybuf4s50_1 450, ha_1 330, fa_1 520, fa_1 520, inv_1 50, fa_1 490
inv_1 40, ha_1 300, o21ai_0 240, nand2b_1 80, a21oi_1 150, a31oi_1 80
a211o_1 280, a21oi_1 180, xnor2_1 140
[layer usage]
layer  track usage  wire length (microns)
met5             0                      0
met4        0.0227                    352
met3        0.0337                    959
met2         0.246                   8960
met1         0.263                  10300
[power groups by stage]
| stage | combinational [mW] | clock (mW) | sequential [mW] |
|---|---|---|---|
| 4_1_cts | 4.67 | 1.24 | 1.67 |
| 5_1_grt | 5.29 | 1.29 | 1.71 |
| 6_report | 4.59 | 1.21 | 1.65 |
[cells by family (layout without fill, tap and decap cells)]
group	count (synthesis)	count (layout)	share of synthesized area
compound gates	162	162	0.0965
xor+xnor	86	86	0.0689
flops	120	120	0.275
fa+ha+maj	335	335	0.437
buf+inv	183	306	0.0628
mux	1	1	0.000915
simple gates	128	128	0.0597
[cells in the final DEF, fill, tap and decap left out, drive strengths merged, types with 2 or more instances in the layout]
cell type      instances
nor2b                  7
o211ai                 2
clkinvlp               2
a21o                  17
fa                    78
ha                   257
nor2                  39
o21ai                 26
a21boi                 2
xor2                  28
a211o                  3
or2                    4
nand2                 14
and2                   2
nor4b                  2
clkdlybuf4s50         40
or4                    2
and3                   5
a2111o                 2
clkbuf                17
inv                  192
nor3                  16
a2111oi                5
xnor2                 58
nand2b                 7
buf                   51
nor4                   3
a31oi                  7
o41ai                  6
clkinv                 4
a21oi                 56
o31ai                  6
nand4                  9
a211oi                 3
o21bai                 9
dfrtp                120
o21a                   9
and2b                  2
nand3                 12
a31o                   2
Power figures rest on the tool's default switching activity, not on a simulated workload.
