`flow/config.mk`:
```
export PLATFORM = sky130hd
export DESIGN_NAME = ycbcr2gray2binary
export DESIGN_NICKNAME = ycbcr2gray2binary
export VERILOG_FILES = /design/flow/design.v
export SDC_FILE = /design/flow/constraint.sdc
export NUM_CORES = 4
export LEC_CHECK = 1
export CORE_UTILIZATION = 50
```
`flow/constraint.sdc`:
```
current_design ycbcr2gray2binary

set clk_period 8.7
set clk_io_pct 0.2

create_clock -name clk0 -period $clk_period [get_ports {clk}]

set non_clock_inputs [all_inputs -no_clocks]
set_input_delay [expr $clk_period * $clk_io_pct] -clock clk0 $non_clock_inputs
set_output_delay [expr $clk_period * $clk_io_pct] -clock clk0 [all_outputs]
```
`flow/design.v`:
```
module ycbcr2gray2binary( 
    input clk,
    input rst_n,
    input [15:0] data_cbcr,
    input [7:0]threshold,
    output [7:0] data_binary
);
wire [7:0] data_cb;
wire [7:0] data_cr;
reg [15:0] cb2;
reg [15:0] cr2;
reg [15:0] cbcr;
reg [20:0] cb2_t;
reg [20:0] cr2_t;
reg [20:0] cbcr_t;
reg [14:0] cb_t;
reg [14:0] cr_t;
reg [15:0] cb_cr_t;
reg [20:0] neg_sum;
reg [20:0] pos_sum;
reg [8:0] x;
assign data_cb = data_cbcr[15:8];
assign data_cr = data_cbcr[7:0];
always@(posedge clk or negedge rst_n) begin
    if(!rst_n) begin
        cb2  <= 16'd0;
        cr2  <= 16'd0;
        cbcr <= 16'd0;
        cb_t   <= 15'd0;
        cr_t   <= 15'd0;
    end
    else begin
        cb2  <= data_cb*data_cb;
        cr2  <= data_cr*data_cr;
        cbcr <= data_cb*data_cr;
        cb_t <= 7'd68*data_cb;
        cr_t <= 7'd51*data_cr;
    end
end
always@(posedge clk or negedge rst_n) begin
    if(!rst_n) begin
        cb2_t   <= 21'd0;
        cr2_t   <= 21'd0;
        cbcr_t  <= 21'd0;
    end
    else begin
        cb2_t   <= 5'd22*cb2;
        cr2_t   <= 5'd15*cr2;
        cbcr_t  <= 5'd8*cbcr;
        cb_cr_t <= cb_t + cr_t;
    end
end
wire [15:0] temp;
assign temp = (cb2_t[20:6] + cr2_t[20:6] + 13'd7880) - (cbcr_t[20:6] + cb_cr_t);
always@(posedge clk or negedge rst_n) begin
    if(!rst_n) begin
        x   <= 9'd0;
    end
    else begin
        if( temp > 320 )
            x <= 9'd320;
        else begin
            x <= temp[8:0];
        end
    end
end
reg [17:0] x3;
reg [17:0] x2;
reg [8:0]  x_t0;
reg [8:0]  x_t1;
reg [17:0] x_t2;
reg [8:0]  x2_t0;
reg [17:0] x2_t1;
reg [17:0] x3_t;
reg [7:0] data_gray;
reg [7:0] data_binary1;
always@(posedge clk or negedge rst_n) begin
    if(!rst_n) begin
        x2   <= 18'd0;
        x_t0 <= 18'd0;
    end
    else begin
        x2   <= x*x;
        x_t0 <= x;
    end
end
always@(posedge clk or negedge rst_n) begin
    if(!rst_n) begin
        x3    <= 18'd0;
        x2_t0 <= 9'd0;
        x_t1  <= 9'd0;
    end
    else begin
        x3    <= x_t0*x2[17:9];
        x2_t0 <= x2[17:9];
        x_t1  <= x_t0;
    end
end
always@(posedge clk or negedge rst_n) begin
    if(!rst_n) begin
        x3_t   <= 18'd0;
        x2_t1  <= 18'd0;
        x_t2   <= 18'd0;
    end
    else begin
        x3_t   <= 3'd7*x3[17:9];
        x2_t1  <= 7'd86*x2_t0;
        x_t2   <= 8'd175*x_t1;
    end
end
always@(posedge clk or negedge rst_n) begin
    if(!rst_n) begin
        data_gray <= 0;
    end
    else begin
        data_gray <= 8'd238 - x3_t[17:1] + x2_t1[17:4] - x_t2[17:6];
    end
end
always@(posedge clk or negedge rst_n) begin
    if(!rst_n) begin
        data_binary1 <= 0;
    end
    else 
    if(data_gray > threshold)
        data_binary1 <= 8'h00;
    else
        data_binary1 <= 8'hff;
end
assign data_binary = data_binary1;
endmodule
```
`flow/run.sh`:
```
#!/bin/bash
# OpenROAD 26Q1-2900-gdf79404cd8, Yosys 0.63+post, stock flow scripts
make -C /OpenROAD-flow-scripts/flow DESIGN_CONFIG=/design/flow/config.mk WORK_HOME=/design/flow/orfs finish
```
==> changes_impl.md <==
## Flow update

- Crit-path max FO: 18
- Clock Sinks: between 200 and 250
- Top logic family: adder cells
- Antenna Nets Post-Route: 0
- Chip area line of the yosys report: about 23000 sq um
- First-pass GRT wire length: 69480 um
- CTS Buf Count: 26
- Chip footprint: approximately 47000 sq um
- XORs/XNORs by Area: under 10%
- Dpl hpwl: between 30000 and 40000 um
- Synth unique cells: approximately 65
- Util after Layout: a little over half
- Multiplexer share: 0.1894%
- Clock Path Buffers: 3
- Number of synthesized flops with an enable pin: 16
- Reg clk slew, reported paths: 0.06 ns
- Worst hold start: cbcr[7]$_DFF_PN0_
- TritonCTS clock tree: yes
- Crit path arrival time: approximately 6.4 ns
- Syn_area_per_cell: approximately 10 sq um
- Setup TNS: 0 ns
- Async SR Flop Fraction: 92.49%
- Hold WS: between 0.3 and 0.4 ns
- Main synth FF type: dfrtp_1
- CP startpoint: data_cbcr[9]
- Req. time, crit path: around 9.1 ns
- RD Place Congestion: 0.8752
- Complex Gates by Area: between 7 and 8%
- Critical-path top delay cell: clkdlybuf4s50_1
- Max Freq: around 170 MHz
- Post-synth regs: around 210
- Final Slew Violations: 0
- Die X-Extent: around 220 um
- Core Region: 45480 sq um
- Root buf cell: clkbuf_16
- FP Util: 50.84%
- Tool warning count: between 40 and 50
- Critical path class: input pin to flip-flop
- N_diodes: 0
- Adder Area Share: a little under half
- Initial antenna violation count: 0
- Placed Instances: ~2800
- Fin crit period: 6.017 ns
- Count of buffers from port buffering: 33
- Max capacitance violation total: 0
- Area growth, synth to finish: 7.863%
- Most instantiated logic cells after routing: inv_1, ha_1, fa_1
- Run status: completed
- First drt pass iteration count: 5
- Largest net degree at the start of global routing: between 60 and 70
- Vias: between 10000 and 15000
- Clock Latency Late Sink: 0.54 ns
- Post-CTS Hold Buffers: 0
- # H-tree levels: 1
- CP Buf/Inv Count: 4
- Post-Synthesis Cells: about 2200
- CP peak stage delay: around 0.76 ns
- Slew of the pin with the lowest slew margin: a little under 0.8 ns
- Number of global-route vias before repair: 14350
- Yosys Warn Count: 1
- Final setup margin: ~2.7 ns
- Final tally of hold violations: 0
- Tcrit/Tclk final: 69.17%
- RSZ-0062 raised after global routing: false
- Initial DRC count: roughly 540
- Clk_skew: around 0.018 ns
- Ports: 34
- DP Worst Slack: between 2 and 2.5 ns
- CP most frequent cell: fa_1
- Post-detailed-route wirelength per cell: ~14 um
- Gr ovfl total: 0
- CP top delay family: adder cells
- Crit path cell chain: clkdlybuf4s50_1, and2_1, fa_1, fa_1, inv_1, fa_1, fa_1, inv_1, ha_1, inv_1, o21bai_1, a21o_1, a31o_2, a41oi_1, a21oi_1, xnor2_1
- Postcts setup bufs: 0
- Most common logic cell in the routed design: inv_1
- Post_cts resized: 0
- Yosys cell count: 2242
- DR DRC count: 0
- Layout cells sized above 1: roughly 3.0%
- Setup crit end kind: flip-flop
- Final WL: 40230 um
- Syn Std Cell Area: approximately 23000 sq um
- Crit start category: input pin
- Via-to-Cell Ratio: approximately 4.8
- Rows: a little under 80
- Sequential element share of the synthesized area: a little under a quarter
- Area fraction in and, or, nand and nor cells: under 10%
- Endpoints failing setup: 0
- Hold crit path type: flip-flop to flip-flop
- Fin cells: a little under 3000
- Die y size: approximately 220 um
- Worst r2r src: x[6]$_DFF_PN0_
- Total track usage: 19.39%
- Worst relative slew slack: 48.50%
## routing by layer
metal	track usage, %	share of wire, %
met1	30.15	47
met2	30.76	47
met3	3.569	4.3
met4	2.700	1.7
met5	0	0
## cell families (layout without fill, tap and decap cells)
logic type | after synthesis | after routing
adder cells (fa/ha/maj) | 669 | 669
buffers and inverters | 511 | 555
AND/OR/NAND/NOR | 446 | 446
AND-OR/OR-AND | 248 | 248
flip-flops | 213 | 213
XOR/XNOR | 150 | 150
multiplexers | 4 | 4
other | 1 | 2
## area by class of cell
cell class	count	area, sq um
multi-input combinational	1519	15770
tap	600	750.7
sequential	213	5410
inverter	471	1768
clock inverter	18	188.9
fill	3919	20540
timing repair buffer	36	357.8
clock buffer	30	696.9
## state kept, by name (all words and copies together), names as in the netlist, 9 cells and up
| name | flops |
|---|---|
| x2 | 9 |
| x2_t0 | 9 |
| x_t0 | 9 |
| cb2_t | 15 |
| cr2_t | 14 |
| cb_cr_t | 16 |
| x | 9 |
| cr_t | 14 |
| cbcr_t | 13 |
| cb_t | 12 |
| x_t1 | 9 |
| cb2 | 15 |
| x3 | 9 |
| cbcr | 13 |
| cr2 | 14 |
## Yosys cell counts (all sizes together) (2+ instances only)
library cell	number	area (sq um)
a31oi	4	25.02
o41ai	3	41.29
ha	379	4742
o211ai	8	60.06
a21o	34	255.2
edfxtp	16	480.5
nor2b	24	150.1
nor2	72	270.3
a211oi	5	52.55
a21oi	87	439.2
a21boi	4	30.03
nand4	3	18.77
o31a	4	35.03
o211a	2	20.02
nand2	150	563.0
o21bai	16	120.1
o2111ai	3	26.28
a41o	2	20.02
clkbuf	33	127.6
nor3	24	120.1
inv	471	1768
and3	9	56.30
o21a	17	127.6
nand3	19	95.09
xnor2	108	945.9
mux2	3	33.78
fa	290	5806
or2	7	43.80
a41oi	5	43.79
or3	7	43.79
dfrtp	197	4930
xor2	42	367.9
o31ai	3	22.52
and2	113	706.9
o21ai	40	204.0
a2111oi	3	45.05
buf	7	52.55
nand2b	10	62.56
## path summary, 6_finish.rpt
kind | slack [ns] | end | depth (start not counted)
min in group asynchronous | 1.13 | x2_t1[6]$_DFF_PN0_ | 1
worst max-delay path | 2.68 | cbcr[15]$_DFF_PN0_ | 16
worst min-delay path | 0.35 | cbcr_t[10]$_DFF_PN0_ | 0
max in group asynchronous | 5.89 | cbcr[8]$_DFF_PN0_ | 3
worst max register to register | 3.44 | x2[17]$_DFF_PN0_ | 16
worst min register to register | 0.35 | cbcr_t[10]$_DFF_PN0_ | 0
## worst register-to-register path, cell delays in order (launching register included)
cell	delay, ns
dfrtp_1	0.55
and2_1	0.24
fa_1	0.53
inv_1	0.08
fa_1	0.50
fa_1	0.54
inv_1	0.05
fa_1	0.48
ha_1	0.33
a2111o_1	0.37
a41oi_1	0.25
o31ai_1	0.20
o41ai_2	0.38
o211ai_1	0.21
o21ai_1	0.20
a21oi_1	0.09
a31oi_1	0.16
## through the flow
step                instance area, sq um
finish                             24940
global route                       24940
CTS                                24940
detailed placement                 24050
global placement                   24050
floorplan                          23130
